File: flow/config.mk
export PLATFORM = sky130hd
export DESIGN_NAME = uart_tx
export DESIGN_NICKNAME = uart_tx
export VERILOG_FILES = /design/flow/design.v
export SDC_FILE = /design/flow/constraint.sdc
export NUM_CORES = 4
export LEC_CHECK = 1
export CORE_UTILIZATION = 30
File: flow/constraint.sdc
current_design uart_tx

set clk_period 2.2
set clk_io_pct 0.2

create_clock -name clk0 -period $clk_period [get_ports {CLK}]

set non_clock_inputs [all_inputs -no_clocks]
set_input_delay [expr $clk_period * $clk_io_pct] -clock clk0 $non_clock_inputs
set_output_delay [expr $clk_period * $clk_io_pct] -clock clk0 [all_outputs]
File: flow/design.v
`timescale 1ns / 1ps
module uart_tx(
	input SEND,
	input[7:0] DATA,
	input CLK,
	output READY,
	output TX
    );
	localparam
	RDY = 2'b01,
	LOAD_BIT = 2'b10,
	SEND_BIT = 2'b11;
	localparam BIT_TMR_MAX = 14'd10416;  
	localparam BIT_INDEX_MAX = 4'd10;
	reg[1:0] txState = RDY;  
	reg[13:0] bitTmr = 0;  
	wire bitDone;
	reg[3:0] bitIndex;
	reg txBit = 1; 
	reg[9:0] txData;  
	always@(posedge CLK) begin
		case(txState)
			RDY : begin
				if(SEND==1) txState <= LOAD_BIT;
			end
			LOAD_BIT: begin
				txState <=SEND_BIT;
			end
			SEND_BIT : begin
				if(bitDone==1) begin
					if(bitIndex==BIT_INDEX_MAX) 
						txState <= RDY;
					else 
						txState <= LOAD_BIT;
				end
			end
			default:
				txState <= RDY;
		endcase
	end
	always@(posedge CLK) begin
		if(txState==RDY) bitTmr <= 0;
		else begin
			if(bitDone==1) 
				bitTmr  <=0;
			else 
				bitTmr <= bitTmr + 1;
		end
	end
	assign bitDone = (bitTmr==BIT_TMR_MAX) ? 1'b1:1'b0;
	always@(posedge CLK) begin
		if(txState==RDY) 
			bitIndex <= 0;
		else if(txState==LOAD_BIT) 
			bitIndex <= bitIndex + 1;
	end
	always@(posedge CLK) begin
		if(SEND==1)
			txData <= {1'b1,DATA,1'b0};  
	end
	always@(posedge CLK) begin
		if(txState==RDY)
			txBit <= 1;
		else if(txState==LOAD_BIT)
			txBit <= txData[bitIndex];
	end
	assign TX = txBit;
	assign READY = (txState==RDY) ? 1'b1 : 1'b0;
endmodule
File: flow/run.sh
#!/bin/bash
# OpenROAD 26Q1-2900-gdf79404cd8, Yosys 0.63+post, stock flow scripts
make -C /OpenROAD-flow-scripts/flow DESIGN_CONFIG=/design/flow/config.mk WORK_HOME=/design/flow/orfs finish
==> GITHUB_STEP_SUMMARY <==
## Implementation flow summary

| Metric | Value |
|---|---|
| Static Leak | `0.566 nW` |
| Startpoint types | `register` |
| Tot GR Track Use | `0.116` |
| Yosys chip area | `0.00132 mm^2` |
| Drt initial violations | `35` |
| Die W | `approximately 70 um` |
| Initial antenna violation count | `0` |
| Hold Fails Final Rpt | `0` |
| Syn_area_per_cell | `10.0 um^2` |
| Async SR Flop Fraction | `0` |
| CTS max path bufs | `2` |
| Worst-path maximum fanout | `8` |
| Top-count cell post-synth | `dfxtp_1` |
| Io pins | `12` |
| Top cells by area | `dfxtp_1 (29%), edfxtp_1 (23%), xnor2_1 (8.0%)` |
| Vias in the first global route | `925` |
| First-pass GRT wire length | `3970 um` |
| Worst Hold Class | `reg2reg` |
| Post-Place Worst Slack | `0.397 ns` |
| Post-Syn Area | `roughly 0.0013 mm^2` |
| Top cell area share | `0.288` |
| Worst-Skew Late Latency | `0.28 ns` |
| WL/cell | `between 10 and 15 um` |
| Final worst slack | `0.225 ns` |
| Post-Synthesis Cells | `132` |
| Period utilization | `0.898` |
| Final setup vio count | `0` |
| Total power divided by cell area | `around 1200 mW/mm^2` |
| Worst-Margin Slew | `about 0.34 ns` |
| Yosys reg bits | `29` |
| Post-cts resize count | `0` |
| Post-synth seq share | `0.516` |
| # hold bufs at CTS | `0` |
| CP Data Required Time | `1.76 ns` |
| Top cells by count | `dfxtp_1 (19), nor2_1 (18), nand2_1 (14)` |
| Via Count | `about 960` |
| # Post-CTS Setup Buffers | `0` |
| Cell Type Count | `29` |
| Core ar. | `0.00412 mm^2` |
| Core Util at FP | `0.321` |
| Worst path arrival time | `1.54 ns` |
| Largest net degree at the start of global routing | `15` |
| Slowest cell on crit path | `edfxtp_1` |
| Critical path endpoint category | `output pin` |
| CTS Root Cell | `clkbuf_8` |
| Via density | `slightly below 5` |
| Fin Clk Skew | `about 0.0072 ns` |
| TritonCTS buffer count | `5` |
| # DRC | `0` |
| Post-synth top area cell | `dfxtp_1` |
| Peak supply drop | `a little under 0.0008 V` |
| Reg clk slew, reported paths | `0.06 ns` |
| CP Cell Sequence | `inv_1 -> nor2_1 -> clkdlybuf4s50_1` |
| Fin crit period | `~2 ns` |
| Max-cap violations | `0` |
| FF+latch area | `681 um^2` |
| Post-DP HPWL | `1650 um` |
| Logic area | `571 um^2` |
| Ys Warns | `1` |
| Post-synthesis cell count from yosys | `132` |
| Port buffer count | `11` |
| Fillers | `between 300 and 400` |
| Sink Count | `29` |
| RSZ-0062 raised after global routing | `false` |
| EDFF count, synth | `10` |
| Fmax achieved | `0.506 GHz` |
| Chip area | `0.00467 mm^2` |
| Slew HR | `0.773` |
| Pre-antenna DRT Iters | `4` |
| CTS tree | `yes` |
| Area grow syn2layout | `19.3%` |
| H-tree levels | `2` |
| Total global routing overflow | `0` |
| Rows | `23` |
| Commonest flop | `dfxtp_1` |
| Final Max Tran Viols | `0` |
| # diodes | `0` |
| Routed Antenna Nets | `0` |
| Die Span Y | `68.3 um` |
| CP Class | `reg2out` |
| Tool warning count | `27` |
| Worst hold slack | `0.487 ns` |
| Outcome | `completed` |
| Share of cells above drive strength 1 | `0.0946` |
| Post-route setup TNS | `0 ns` |
| Largest stage delay, worst path | `around 0.48 ns` |
| GPL Wtd Cong | `0.751` |
| Final WL | `2360 um` |
## state kept, by name (all words and copies together) (netlist names)
| name | cells |
|---|---|
| bitTmr | 14 |
| txData | 8 |
| bitIndex | 4 |
| txState | 2 |
| txBit | 1 |
## cells by family (layout without fill, tap and decap cells)
| group | Yosys count | count (layout) | share of synthesized area |
|---|---|---|---|
| buffers and inverters | 13 | 29 | 0.0521 |
| AOI/OAI and AO/OA | 7 | 7 | 0.0379 |
| adders and majority gates | 4 | 4 | 0.0379 |
| and+or+nand+nor | 63 | 63 | 0.238 |
| xor gates and xnor gates | 13 | 13 | 0.0863 |
| DFF | 29 | 29 | 0.516 |
| muxes | 3 | 3 | 0.0322 |
## area by class of cell
class | count | share of cell area
sequential | 29 | 0.432
timing repair buffer | 13 | 0.0794
clock buffer | 6 | 0.0461
tap | 50 | 0.0397
multi-input combinational | 90 | 0.362
inverter | 8 | 0.0191
clock inverter | 2 | 0.0214
## critical path, delay by kind of cell, from the launching register on
kind          cells  cell delay (ns)
flops             1             0.48
simple gates      1             0.17
buf+inv           2             0.61
## placed cells by master (no fill, tap or decap), types with 2 or more instances in the layout
cell type | Yosys | layout
nand2b_1 | 2 | 2
nor4_1 | 2 | 2
nand2_1 | 14 | 14
or4b_1 | 2 | 2
o21ai_0 | 3 | 3
xnor2_1 | 12 | 12
clkbuf_8 | 0 | 5
mux2i_1 | 2 | 2
nand3_1 | 6 | 6
nor3_1 | 5 | 5
clkdlybuf4s50_1 | 0 | 11
nor2_1 | 18 | 18
a32o_1 | 2 | 2
ha_1 | 4 | 4
nor2b_1 | 2 | 2
buf_4 | 1 | 2
edfxtp_1 | 10 | 10
inv_1 | 8 | 8
dfxtp_1 | 19 | 19
nand4_1 | 4 | 4
nor2_2 | 4 | 4
## per-stage QoR
step / utilization / power [W] / std cells / cell area (um^2)
3_3_place_gp: 0.357 / 0.00128 / 190 / 1470
5_1_grt: 0.383 / 0.00195 / 198 / 1580
3_5_place_dp: 0.357 / 0.00131 / 190 / 1470
6_report: 0.383 / 0.00184 / 198 / 1580
2_1_floorplan: - / 0.00120 / 132 / 1320
4_1_cts: 0.383 / 0.00185 / 198 / 1580
## worst paths after layout
| path | start | end | slack, ns | depth (start not counted) |
|---|---|---|---|---|
| worst max-delay path | txState[0] | READY | 0.22 | 3 |
| worst min register to register | bitTmr[0] | bitTmr[0] | 0.49 | 1 |
| worst min-delay path | bitTmr[0] | bitTmr[0] | 0.49 | 1 |
| worst max register to register | bitTmr[8] | bitTmr[2] | 0.40 | 5 |
## layer usage
| metal | vias up | global-route usage | part of all wire |
|---|---|---|---|
| met1 | 464 | 0.157 | 0.47 |
| li1 | 478 | - | - |
| met4 | 0 | 0.0208 | 0.014 |
| met3 | 4 | 0.0338 | 0.041 |
| met5 | - | 0 | 0 |
| met2 | 12 | 0.188 | 0.47 |
## report_power, final
part	leakage [nW]	switching (W)	total, W	internal [W]
combinational	0.260	0.000236	0.000471	0.000235
clock	0.0528	0.000191	0.000524	0.000334
sequential	0.253	0.000161	0.000840	0.000679
total	0.566	0.000588	0.00184	0.00125
Power is estimated from default activity; no workload was simulated.
