===== flow/config.mk =====
export PLATFORM = sky130hd
export DESIGN_NAME = uart_rx
export DESIGN_NICKNAME = uart_rx
export VERILOG_FILES = /design/flow/design.v
export SDC_FILE = /design/flow/constraint.sdc
export NUM_CORES = 4
export LEC_CHECK = 1
export CORE_UTILIZATION = 30

===== flow/constraint.sdc =====
current_design uart_rx

set clk_period 3.3
set clk_io_pct 0.2

create_clock -name clk0 -period $clk_period [get_ports {CLK}]

set non_clock_inputs [all_inputs -no_clocks]
set_input_delay [expr $clk_period * $clk_io_pct] -clock clk0 $non_clock_inputs
set_output_delay [expr $clk_period * $clk_io_pct] -clock clk0 [all_outputs]

===== flow/design.v =====
`timescale 1ns / 1ps
module uart_rx(
	input CLK,
	input RX,
	input RESET,
	output RX_DONE,
	output[7:0] RX_DATA
    );
	localparam
	IDLE=3'd1,
	START_BIT=3'd2,
	DATA_BIT=3'd3,
	RX_COMPLETE=3'd4;
	localparam BIT_LENGTH = 14'd10416;  
	localparam BIT_CENTER = BIT_LENGTH/2;
	localparam MAX_INDEX = 4'd8;  
	reg[MAX_INDEX:0] data=0;
	reg[3:0] bitIndex;
	reg[13:0] counter;
	reg[2:0] state=IDLE;  
	reg start_ok;
	reg rx_done;
	always@(posedge CLK) begin
		if(RESET==1)
			state <= IDLE;
		case(state)
			IDLE:begin
				if(RX==0) begin  
					counter <= 0;
					start_ok <= 0;
					state <= START_BIT;
				end
				rx_done <= 1'b0;
			end
			START_BIT:begin
				if(counter==BIT_LENGTH) begin
					if(start_ok==1) begin
						state <= DATA_BIT;
						bitIndex <= 0;
					end
					else
						state <= IDLE;  
					counter <= 0;
				end
				else begin
					if(counter==BIT_CENTER) begin
						if(RX==0)
							start_ok <= 1;  
					end
					counter <= counter + 1;
				end
			end
			DATA_BIT:begin
				if(counter==BIT_LENGTH) begin
					if(bitIndex>MAX_INDEX)
						state <= RX_COMPLETE;
					else begin
						bitIndex <= bitIndex + 1;
						state <= DATA_BIT;
					end
					counter <= 0;
				end
				else begin
					if(counter==BIT_CENTER) begin
						data[bitIndex] <= RX;  
					end
					counter <= counter + 1;
				end
			end
			RX_COMPLETE:begin
				rx_done <= 1'b1;
				state <= IDLE;
			end
		endcase
	end
	assign RX_DATA = data[7:0];
	assign RX_DONE = rx_done;
endmodule

===== flow/run.sh =====
#!/bin/bash
# OpenROAD 26Q1-2900-gdf79404cd8, Yosys 0.63+post, stock flow scripts
make -C /OpenROAD-flow-scripts/flow DESIGN_CONFIG=/design/flow/config.mk WORK_HOME=/design/flow/orfs finish

==> metrics.yaml <==
run_status:
  status: "finished clean"
setup_path:
  cp.arrival_ps: 2180
  worstReg2RegStart: "bitIndex[0]$_SDFFCE_PN0P_"
  path_class: "flop to flop"
  critPathLaunchType: "flop"
  cp-startpoint: "bitIndex[0]$_SDFFCE_PN0P_"
  cp.required_ps: 3220
  crit_fanout: 12
  end_kind: "flop"
  r2r_cells: 6
synth:
  edf_count: 28
  postSynthSeqShare_pct: 47.8
  avgSynthCellArea_um2: 10.7
  ys_sh_aoi_pct: 8.83
  synth_stat.cells: 177
  logic_family: "simple AND/OR/NAND/NOR gates"
  syn_area_mm2: 0.00189
  xor_area_share_pct: 6.97
  synth_cell_types: 44
  fa_ha_area_share_pct: 4.64
  flop_cell: "edfxtp_1"
  synth_cells: 177
  synth_chip_area_mm2: 0.00189
  ys_sh_mux_pct: 2.85
  ys_warn_count: 1
  ys_sh_simple_pct: 24.7
  ys_seq_elements: 31
  synthArstFlopShare_pct: 0
cells_and_area:
  seq_area_um2: 901
  fillers: 589
  mi_logic_area_um2: 905
  fin_area_mm2: 0.00216
  drive_above_1_share_pct: 11.0
  stdcell_count: 266
  area_delta_synth_final_pct: 14.5
place:
  hpwl_um: 2480
  dp_cells: 258
  dpl-instance-area_mm2: 0.00207
  globalplace.congestion: 0.821
  place.port_buffers: 11
power:
  p_clk_share_pct: 23.8
  switching_share_pct: 33.2
  combPwrFrac_pct: 22.6
  p_leak_nw: 0.731
  p_int_uw: 844
  power.total_mw: 1.26
  powerDensity_mw_per_mm2: 585
  power_frac_seq_pct: 53.6
  p_sw_uw: 419
  peakVddDrop_mv: 0.239
flow_run:
  cap_violations: 0
  warnings: 30
sta:
  hold_viol: 0
  hold_slack_ps: 582
  clock_skew_ps: 7.02
  max_freq_mhz: 441
  rsz0062_at_grt: "false"
  setup_viol: 0
  finalSetupTns_ps: 0
  relSlewSlack_pct: 57.4
  slew_violations: 0
  fin_crit_ps: 2270
  worst_pin_slew_ps: 634
  post-route-period-util_pct: 68.6
grt:
  gr-total-overflow: 0
  grt_pass1_wl_um: 5820
  grtUsageTotal_pct: 11.8
  grt_max_degree: 15
  grt_antenna_before_repair: 0
  grt_pass1_vias: 1216
drt:
  drt_iter0_markers: 59
  route.vias.total: 1323
  routed_wl_um: 3510
  ant_nets: 0
  first_pass_iters: 4
  drc_errors: 0
  n_antenna_cell: 0
  via_per_inst: 4.97
  wire_per_inst_um: 13.2
floorplanning:
  die_y_um: 81.3
  initCoreUtil_pct: 31.5
  io_pins: 12
  core_mm2: 0.00599
  die_x_um: 81.3
  die_area_mm2: 0.00661
  rows: 28
clock_tree:
  cts_max_path_buffers: 2
  clkSinkCount: 31
  tritoncts: "yes"
  cts.clk_slew.worst_paths_ps: 70
  cts_resized: 0
  holdBufCountCts: 0
  root_buffer: "clkbuf_8"
  post_cts_buffers: 0
  htree_levels: 2
  worstSkewPairLatency_ps: 280
  numCtsBuffers: 5
worst_hold_path:
  min_path_cells: 1
  min_path_type: "flop to flop"
  min_from: "data[5]$_DFFE_PP_"
## sequential cells by signal, indices dropped and copies added (netlist names)
register and count:
counter 14, data 8, start_ok 1, bitIndex 4
state 3, rx_done 1
## per-stage QoR
stage,util [%],setup slack [ps]
after CTS,36.0,1060
after global placement,34.5,1100
after floorplan,-,1220
after global routing,36.0,800
final,36.0,1030
after detailed placement,34.5,1060
## worst paths after layout
| path | endpoint | slack, ps |
|---|---|---|
| setup / recovery | bitIndex[1]$_SDFFCE_PN0P_ | 1030 |
| hold reg to reg | data[5]$_DFFE_PP_ | 580 |
| hold / removal | data[5]$_DFFE_PP_ | 580 |
| setup reg to reg | bitIndex[1]$_SDFFCE_PN0P_ | 1030 |
## per-layer routing
layer	vias up	track usage [%]	share of wire, %
met3	4	2.85	3.4
met4	0	1.79	1.7
met1	615	19.3	52
li1	681	-	-
met2	23	16.8	43
met5	-	0	0
## cell usage after synthesis (all sizes together), types with 3 or more instances
cell | instances | area, um^2
ha | 7 | 87.6
and3 | 3 | 21.3
xnor2 | 11 | 96.3
nor3 | 9 | 50.1
dfxtp | 3 | 60.1
inv | 12 | 45.0
nand4 | 6 | 52.6
xor2 | 4 | 35.0
nand3 | 8 | 40.0
mux2 | 3 | 33.8
nor2b | 3 | 18.8
o2bb2ai | 6 | 52.6
edfxtp | 28 | 841
nand2 | 14 | 52.6
nor2 | 18 | 67.6
nor4 | 4 | 25.0
nand3b | 3 | 22.5
clkbuf | 5 | 18.8
## kinds of logic after synthesis
logic type / count (synthesis)
simple gates: 79
flops: 31
compound gates: 21
buf+inv: 19
xor+xnor: 15
fa+ha+maj: 7
mux: 5
## cells in the final DEF (no fill, tap or decap), types with 2 or more instances in the layout
| cell | Yosys | routed |
|---|---|---|
| ha_1 | 7 | 7 |
| nor2_1 | 18 | 18 |
| and3_2 | 2 | 2 |
| nand4_1 | 5 | 5 |
| edfxtp_1 | 28 | 28 |
| mux2i_1 | 2 | 2 |
| clkdlybuf4s50_1 | 0 | 11 |
| clkbuf_8 | 0 | 6 |
| o31ai_1 | 2 | 2 |
| dfxtp_1 | 3 | 3 |
| inv_1 | 12 | 12 |
| nand3_1 | 8 | 8 |
| buf_4 | 0 | 2 |
| a21oi_1 | 2 | 2 |
| nor4bb_1 | 2 | 2 |
| nor3_1 | 8 | 8 |
| nand2b_1 | 2 | 2 |
| and4bb_2 | 2 | 2 |
| nor4_1 | 4 | 4 |
| xor2_1 | 4 | 4 |
| nor2b_1 | 3 | 3 |
| nand2_1 | 14 | 14 |
| nand3b_1 | 3 | 3 |
| mux2_2 | 3 | 3 |
| o2bb2ai_1 | 6 | 6 |
| o21ai_0 | 2 | 2 |
| xnor2_1 | 11 | 11 |
## power groups by stage
stage	clock network (mW)	registers, mW	logic [mW]
6_report	0.300	0.677	0.286
4_1_cts	0.312	0.676	0.292
5_1_grt	0.329	0.697	0.325
## critical path, stage by stage (launching register included)
cell	delay, ps
edfxtp_1	580
inv_1	180
ha_1	260
nand2b_1	140
nand3_1	140
o21ai_0	100
nor3_1	510
## cell type report
cell class,count,area share (%)
clock inverters,1,0.174
well taps,75,4.35
multi-input cells,127,41.9
flip-flops and latches,31,41.7
repair buffers,13,5.79
clock buffers,7,4.00
inverters,12,2.09
No activity file was given, so power comes from the tool's default toggle rates.
